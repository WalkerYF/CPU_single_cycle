[flow/run.sh]
#!/bin/bash
# OpenROAD 26Q1-2900-gdf79404cd8, Yosys 0.63+post, stock flow scripts
make -C /OpenROAD-flow-scripts/flow DESIGN_CONFIG=/design/flow/config.mk WORK_HOME=/design/flow/orfs finish
[flow/constraint.sdc]
current_design mux4to1

set clk_period 1.5
set clk_io_pct 0.2

create_clock -name clk0 -period $clk_period

set non_clock_inputs [all_inputs -no_clocks]
set_input_delay [expr $clk_period * $clk_io_pct] -clock clk0 $non_clock_inputs
set_output_delay [expr $clk_period * $clk_io_pct] -clock clk0 [all_outputs]
[flow/config.mk]
export PLATFORM = sky130hd
export DESIGN_NAME = mux4to1
export DESIGN_NICKNAME = mux4to1
export VERILOG_FILES = /design/flow/design.v
export SDC_FILE = /design/flow/constraint.sdc
export NUM_CORES = 4
export LEC_CHECK = 1
export CORE_AREA = 10 10 106 106
export DIE_AREA = 0 0 116 116
[flow/design.v]
`timescale 1ns / 1ps
module mux4to1(
    input [1:0] sel,
    input Reset,
    input [31:0] DataIn1,
    input [31:0] DataIn2,
    input [31:0] DataIn3,
    input [31:0] DataIn4,
    output reg [31:0] DataOut
    );
    always@(*) begin
        if (Reset == 0) begin
            DataOut = 0;
        end 
        else begin
            case(sel)
                2'b00: DataOut = DataIn1;
                2'b01: DataOut = DataIn2;
                2'b10: DataOut = DataIn3;
                2'b11: DataOut = DataIn4;
            endcase
        end
    end
endmodule
==> PnR_summary.wiki <==
== Run summary ==
{| class="wikitable"
! Metric !! Value
|-
| Number of DRC markers after the initial detailed-route iteration || 63
|-
| Gate count after technology mapping || 111
|-
| Data arrival at the endpoint of the critical path || 1.18 ns
|-
| Power per cell area || 264 nW/um^2
|-
| Metal3 WL || 648 um
|-
| Top-area cell share || 0.627
|-
| Final count of negative-setup-slack endpoints || 0
|-
| GRT Residual Overflow || 0
|-
| YS chip area || 1020 um^2
|-
| Largest net degree at the start of global routing || 33
|-
| Detailed Routing Iterations Pass 1 || 4
|-
| Cell occurring most often along the worst timing path || buf_12
|-
| Uppermost signal routing layer after detailed routing || met3
|-
| Via count of the first global-routing pass || 1666
|-
| Routed met1 length || 2.71 mm
|-
| IO buf count || 163
|-
| DR vias/cell || 4.04
|-
| Total Routing Usage GR || 0.0930
|-
| Max cap viols || 0
|-
| Largest cells by area || mux2i_1, o22ai_1, buf_12, buf_8, clkbuf_8
|-
| Max-slew violation total from the final report || 0
|-
| Leading post-synthesis cells by instance count || mux2i_1, o22ai_1, buf_12, buf_8, clkbuf_1
|-
| Delay contributed by the slowest stage of the critical path || 0.27 ns
|-
| RSZ-0062 raised after global routing || true
|-
| Instance count after placement with tap cells included || 376
|-
| Total wirelength of the detailed-routed design || 6.96 mm
|-
| First-pass GRT wire length || 9.95 mm
|-
| HPWL Detailed || 5.41 mm
|-
| Status || complete, no violations
|-
| Count of sequential standard cells || 0
|-
| Post-detailed-route count of antenna-violating nets || 0
|-
| Routed WL per cell || 17.5 um
|-
| Cell leakage power || 1.33 nW
|-
| Clock period minus worst slack || 1.48 ns
|-
| Via total after detailed routing || 1609
|-
| Hold wc startpoint || DataIn2[22]
|-
| Die Size || 13500 um^2
|-
| Fin crit share || 0.985
|-
| Transition at the pin with the smallest max-transition slack || 0.203 ns
|-
| Layout overhead on the synthesized area || 189%
|-
| Starting Density || 0.116
|-
| Cell type with the highest aggregate area in the netlist || mux2i_1
|-
| Maximum achievable frequency || 677 MHz
|-
| Cell chain of the critical path || buf_12, or2b_4, buf_12, buf_6, o22ai_2, buf_2
|-
| Classification of the worst setup path || primary input to primary output
|-
| Worst path slowest cell || or2b_4
|-
| Mapped Avg Cell Area || 9.21 um^2
|-
| Max-Slew Margin vs Limit || 0.862
|-
| Yosys warns || 1
|-
| Maximum fanout count along the critical path || 5
|-
| Number of rows created at floorplan || 34
|-
| VDD IR-drop max || 0.143 mV
|-
| Clock Buffer Count || 0
|-
| Number of hold buffers added after CTS || 0
|-
| Overall power after layout || 0.783 mW
|-
| Required time of the critical path || 1.20 ns
|-
| Most frequent cell after synthesis || mux2i_1
|-
| Die height || 116 um
|-
| CP Launch Type || primary input
|-
| Share of post-route cells with drive strength above 1 || 0.262
|-
| Antenna diode count || 0
|-
| Total area of sequential cells || 0 um^2
|-
| Critical path endpoint category || primary output
|-
| Residual DRC count || 0
|-
| Number of cells in the finished layout apart from fillers || 398
|-
| Length of routed met2 wiring || 3.60 mm
|-
| OpenROAD warning count || 34
|-
| Synthesized cell area || 1020 um^2
|-
| Unique cell types || 9
|-
| Seq share, synth || 0
|-
| Crit path from || sel[0]
|-
| Die extent in x || 116 um
|-
| Core area || 8850 um^2
|-
| Final hold vios || 0
|-
| Min-delay worst type || primary input to primary output
|-
| Antenna violations before repair || 0
|-
| Yosys stat cell total || 111
|-
| Hold Path Depth || 4
|-
| Gp weighted congestion || 0.714
|-
| Top-level port count || 163
|}
-- layout by cell type (no fill, tap or decap), types with 4 or more instances in the layout --
master / Yosys / layout
buf_12: 3 / 7
buf_2: 0 / 15
buf_4: 0 / 10
buf_6: 2 / 10
clkbuf_2: 0 / 11
clkdlybuf4s15_1: 0 / 6
clkdlybuf4s50_1: 0 / 123
mux2i_1: 64 / 63
o22ai_1: 32 / 16
o22ai_2: 0 / 16
or2b_4: 1 / 4
-- worst paths after layout --
kind                          end  slack [ns]
worst max-delay path  DataOut[19]        0.02
worst min-delay path  DataOut[22]        1.03
-- where the power goes --
part           total (mW)  switching [mW]  leakage [nW]  internal [mW]
Clock                   0               0             0              0
Sequential              0               0             0              0
Combinational       0.783           0.228          1.33          0.555
Total               0.783           0.228          1.33          0.555
-- area by class of cell --
class / count / area (um^2)
multi-input cells: 101 / 993
fillers: 902 / 5890
well taps: 108 / 135
repair buffers: 189 / 1830
-- per-stage QoR --
step,hold slack [ns],cell area [um^2],setup slack [ns],util,TNS [ns]
after floorplan,0.695,1020,0.334,-,0
after global placement,1.59,2720,-0.734,0.308,-22.80
after detailed placement,1.59,2720,-0.732,0.308,-22.86
after CTS,1.10,2950,-0.127,0.334,-0.378
after global routing,1.08,2960,-0.0151,0.334,-0.0169
final,1.03,2960,0.0229,0.334,0
-- critical path: cells and delay by family --
kind	cells	cell delay [ns]
AOI/OAI and AO/OA	1	0.14
buffers and inverters	4	0.46
and+or+nand+nor	1	0.27
-- timing repair --
action	CTS	global route
endpoints found under the hold margin	0	0
cloned	3	0
pin swaps	16	12
buffers inserted	18	3
resized	118	31
endpoints found under the setup margin	32	23
-- kinds of logic after synthesis --
group | count (synthesis) | share of synthesized area
muxes | 64 | 0.627
buffers and inverters | 13 | 0.163
AOI/OAI and AO/OA | 32 | 0.196
and+or+nand+nor | 2 | 0.0147
-- layer usage --
metal  up-vias  GRT usage
li1        815          -
met1       727      0.113
met2        67      0.169
met3         0     0.0267
met4         0          0
met5         -          0
Power figures rest on the tool's default switching activity, not on a simulated workload.
