===== run.sh =====
#!/bin/bash
# OpenROAD 26Q1-2900-gdf79404cd8, Yosys 0.63+post, stock flow scripts
make -C /OpenROAD-flow-scripts/flow DESIGN_CONFIG=/design/flow/config.mk WORK_HOME=/design/flow/orfs finish

===== config.mk =====
export PLATFORM = sky130hd
export DESIGN_NAME = RegFile
export DESIGN_NICKNAME = RegFile
export VERILOG_FILES = /design/flow/design.v
export SDC_FILE = /design/flow/constraint.sdc
export NUM_CORES = 4
export LEC_CHECK = 1
export CORE_UTILIZATION = 30

===== constraint.sdc =====
current_design RegFile

set clk_period 8.1
set clk_io_pct 0.2

create_clock -name clk0 -period $clk_period [get_ports {CLK}]

set non_clock_inputs [all_inputs -no_clocks]
set_input_delay [expr $clk_period * $clk_io_pct] -clock clk0 $non_clock_inputs
set_output_delay [expr $clk_period * $clk_io_pct] -clock clk0 [all_outputs]

===== design.v =====
`timescale 1ns / 1ps
module RegFile(
    input CLK, 
    input RegWre, 
    input [4:0] ReadReg1,
    input [4:0] ReadReg2,
    input [4:0] WriteReg,  
    input [31:0] WriteData,  
    output [31:0] ReadData1,
    output [31:0] ReadData2,
    input RST  
);
    reg [31:0] regFile[1:31];  
    integer i;
    assign   ReadData1 = (ReadReg1 == 0) ? 0 : regFile[ReadReg1];  
    assign   ReadData2 = (ReadReg2 == 0) ? 0 : regFile[ReadReg2];  
    always @ (negedge CLK or negedge RST) begin    
        if (RST==0) begin
            for(i=1;i<32;i=i+1) regFile[i] <= 0;  
        end
        else if(RegWre == 1 && WriteReg != 0)    
            regFile[WriteReg] <= WriteData;   
    end
endmodule

==> metrics.yaml <==
cts:
  cts_buffers: 109
  clk_root_buffer_cell: "clkbuf_16"
  clockBufferDepth: 3
  insertion_delay_ps: 680
  ctsHtreeMaxLevel: 3
  clock_sinks: 992
  hold_buffers: 0
  clkTransAtPathRegs_ps: 40
  cts_tree: "done"
yosys:
  syn_area_sq_um: 52220
  syn_inst: 4679
  ys_seq_share_pct: 47.54
  yosysCellCount: 4679
  synthFlopType: "dfrtn_1"
  numSynthFlops: 992
  synth_cell_type_count: 78
  edf_count: 0
  async_reset_ff_share_pct: 100.0
  yosys_warnings: 2
  yosysChipArea_sq_um: 52220
  avgSynthCellArea_sq_um: 11.16
floorplan:
  fp_util_pct: 30.30
  die-height_microns: 419.2
  ioPinCount: 114
  die_width_microns: 419.2
  row_count: 152
  core_sq_um: 172300
  die_area_sq_um: 175700
worst_setup_path:
  crit_path_end_kind: "primary output"
  worstPathArrival_ps: 6450
  start_kind: "flop"
  worstPathRequired_ps: 6480
  worstSetupPathType: "reg -> out"
  critPathMaxFanout: 3
pwr:
  switching_share_pct: 29.61
  p_int_mw: 10.19
  ir_worst_vdd_mv: 0.1666
  power_mw: 14.48
  p_per_area_nw_per_um2: 230.7
  combinationalPowerShare_pct: 16.4
  p_clk_share_pct: 35.8
  power_frac_seq_pct: 47.8
  switchingPower_mw: 4.288
  p_leak_nw: 26.57
place:
  port_buffers: 113
  hpwl_microns: 168500
  pre_cts_ws_ps: -29.12
  gp_congestion: 1.046
layout:
  utilization_pct: 36.43
  seqCellArea_sq_um: 24820
  largest_reg_flops: 992
  nFillCells: 16689
  logic_area_sq_um: 26640
  drive_above_1_share_pct: 36.84
  area_delta_synth_final_pct: 20.22
  regMostFlops: "regFile"
  top_regs: "regFile: 992 flops"
grt:
  grt_start_max_net_pins: 107
  grt_pass1_vias: 47807
  grt.total_usage_pct: 32.68
  grt_pass1_wl_microns: 386600
  gr-total-overflow: 0
  antenna_found_initial: 25
run_status:
  outcome: "finished clean"
sta:
  maxSlewHeadroom_pct: 24.36
  setup_slack_ps: 25.04
  finalHoldViolations: 0
  finalSetupTns_ps: 0
  setup_viol: 0
  tightest_slew_ps: 1133
  fin_skew_ps: 0
  rsz0062_at_grt: "yes"
  slew_violations: 0
  holdWs_ps: 459.6
min_path:
  hold_class: "reg -> reg"
detailed_routing:
  wirelength_microns: 279600
  drt_iter0_markers: 6332
  drtPass1Iterations: 8
  wl_per_cell_microns: 38.93
  drt-vias-per-instance: 6.741
  drcViolationCount: 0
  drtAntennaViolNets: 0
  vias: 48405
job:
  maxCapViolCount: 0
  warnings: 39
==> power by group through the flow <==
stage / logic (mW) / registers (mW) / clock network, mW
CTS: 2.31 / 6.87 / 5.19
global route: 2.49 / 7.01 / 5.38
finish: 2.38 / 6.92 / 5.18
==> cells by family after synthesis <==
kind of cell	Yosys count	share of synthesized area, %
muxes	1012	21.80
DFF	992	47.54
AOI/OAI and AO/OA	697	10.08
and+or+nand+nor	1454	15.99
buffers and inverters	524	4.594
==> synthesized netlist by cell type, types with 36 or more instances <==
| cell | instances | area (sq um) |
|---|---|---|
| a2111oi_0 | 48 | 420.4 |
| a21oi_1 | 82 | 410.4 |
| a222oi_1 | 36 | 360.4 |
| a22o_1 | 48 | 420.4 |
| a22oi_1 | 340 | 2552 |
| a31oi_1 | 51 | 319.1 |
| and3_1 | 185 | 1157 |
| and4_1 | 51 | 446.7 |
| buf_1 | 74 | 277.8 |
| buf_2 | 213 | 1066 |
| clkbuf_1 | 196 | 735.7 |
| dfrtn_1 | 992 | 24820 |
| mux2_2 | 989 | 11140 |
| nand2_1 | 68 | 255.2 |
| nand3_1 | 688 | 3443 |
| nand4_1 | 224 | 1401 |
| nor2_1 | 43 | 161.4 |
| nor4_1 | 41 | 256.5 |
==> metal layers <==
metal  vias up  routed length (microns)  track usage (%)
met5         -                      568            3.056
met4        37                    25430            23.28
met3      1486                    48560            21.59
met2      4576                   111800            43.19
met1     24176                    93260            37.43
li1      18130                        -                -
==> worst paths after layout <==
path	startpoint	to	slack, ps	depth (start not counted)
hold / removal	regFile[7][21]	regFile[7][21]	460	1
setup / recovery	regFile[31][8]	ReadData2[8]	30	5
setup reg to reg	regFile[3][16]	regFile[3][16]	7070	3
hold reg to reg	regFile[7][21]	regFile[7][21]	460	1
max in group asynchronous	RST	regFile[1][10]	2130	2
min in group asynchronous	RST	regFile[28][28]	4870	1
==> area by class of cell <==
| type | instances | share of cell area (%) |
|---|---|---|
| Multi-Input combinational cell | 3163 | 42.43 |
| Sequential cell | 992 | 39.55 |
| Timing Repair Buffer | 477 | 7.445 |
| Clock buffer | 169 | 5.204 |
| Tap cell | 2310 | 4.604 |
| Clock inverter | 30 | 0.6020 |
| Antenna cell | 37 | 0.1475 |
| Inverter | 3 | 0.01794 |
==> cell usage in the layout, fill, tap and decap left out, types with 9 or more instances in the layout <==
| master | count |
|---|---|
| dlymetal6s2s_1 | 12 |
| nor4_2 | 20 |
| a31oi_1 | 10 |
| a31oi_4 | 19 |
| a31oi_2 | 22 |
| clkbuf_16 | 112 |
| diode_2 | 37 |
| mux2_1 | 13 |
| nor2_4 | 22 |
| buf_4 | 297 |
| clkbuf_1 | 32 |
| clkinv_2 | 16 |
| nor2_1 | 20 |
| nor3_1 | 18 |
| clkdlybuf4s50_1 | 53 |
| a221o_1 | 11 |
| o31a_1 | 14 |
| clkbuf_8 | 25 |
| nand3_1 | 686 |
| mux2i_1 | 9 |
| a22o_1 | 48 |
| nor2_2 | 14 |
| nand2_1 | 54 |
| and3_1 | 177 |
| a2111oi_4 | 17 |
| mux2_2 | 989 |
| buf_12 | 69 |
| a222oi_1 | 36 |
| and4_1 | 47 |
| nand3b_1 | 12 |
| dfrtn_1 | 992 |
| and2_1 | 31 |
| nand2_2 | 14 |
| a21oi_1 | 78 |
| nand4_1 | 224 |
| dlygate4sd2_1 | 27 |
| a22oi_1 | 339 |
| nor4_1 | 15 |
| a2111oi_2 | 28 |
==> metrics by stage <==
stage / instance area [sq um] / std cells
after floorplan: 52220 / 4679
after global placement: 57540 / 6917
after detailed placement: 57540 / 6917
after CTS: 62310 / 7136
after global routing: 62690 / 7149
final: 62770 / 7181
==> critical path: stages (launching register included) <==
cell	delay [ps]
dfrtn_1	350
and3_1	150
a2111oi_1	370
nand4_1	240
o31a_1	330
dlygate4sd2_1	280
==> timing repair <==
| item | 4_1_cts | 5_1_grt |
|---|---|---|
| gates resized | 260 | 62 |
| buffers inserted | 25 | 9 |
| pin swaps | 111 | 62 |
| endpoints found under the setup margin | 59 | 37 |
Power and IR drop assume default switching activity.
