--- ./design.v ---
`timescale 1ns / 1ps
module Data_Memory(
    input CLK,
    input [31:0] DAddr,
    input [31:0] DataIn, 
    output [31:0] Dataout,
    input nRD,  
    input nWR  
);
    reg [7:0] ram [0:120]; 
    assign Dataout[7:0] = (nRD==0)?ram[DAddr + 3]:8'bz;
    assign Dataout[15:8] = (nRD==0)?ram[DAddr + 2]:8'bz;
    assign Dataout[23:16] = (nRD==0)?ram[DAddr + 1]:8'bz;
    assign Dataout[31:24] = (nRD==0)?ram[DAddr]:8'bz;
    always@( negedge CLK ) begin
        if( nWR==0 ) begin
            ram[DAddr] <= DataIn[31:24];
            ram[DAddr+1] <= DataIn[23:16];
            ram[DAddr+2] <= DataIn[15:8];
            ram[DAddr+3] <= DataIn[7:0];
        end
    end
endmodule
--- ./run.sh ---
#!/bin/bash
# OpenROAD 26Q1-2900-gdf79404cd8, Yosys 0.63+post, stock flow scripts
make -C /OpenROAD-flow-scripts/flow DESIGN_CONFIG=/design/flow/config.mk WORK_HOME=/design/flow/orfs finish
--- ./constraint.sdc ---
current_design Data_Memory

set clk_period 28.7
set clk_io_pct 0.2

create_clock -name clk0 -period $clk_period [get_ports {CLK}]

set non_clock_inputs [all_inputs -no_clocks]
set_input_delay [expr $clk_period * $clk_io_pct] -clock clk0 $non_clock_inputs
set_output_delay [expr $clk_period * $clk_io_pct] -clock clk0 [all_outputs]
--- ./config.mk ---
export PLATFORM = sky130hd
export DESIGN_NAME = Data_Memory
export DESIGN_NICKNAME = Data_Memory
export VERILOG_FILES = /design/flow/design.v
export SDC_FILE = /design/flow/constraint.sdc
export NUM_CORES = 4
export LEC_CHECK = 1
export CORE_UTILIZATION = 30
==> qor.csv <==
stage,metric,value,unit
pwr,power_per_cell_area,49.3,mW/mm^2
synthesis,synth_top_flop_cell,edfxtp_1,
floorplanning,placeableCoreArea,0.318,mm^2
final_layout,max_flop_register,ram,
floorplanning,boundaryPins,99,
timing,rsz0062_at_grt,false,
timing,timing.max_slew.rel_slack,11.4,%
detailed_routing,first_pass_detailed_route_iteration_total,8,
global_routing,antenna_found_initial,73,
pwr,ir_drop_worst_vdd,0.0000520,V
global_routing,grt_max_degree,107,
clock_tree,cts_buffer_depth,3,
clock_tree,cts.reportedPaths.clkPinSlew,0.03,ns
floorplanning,chip_area,0.322,mm^2
final_layout,finish.utilization,34.4,%
critical_path,timing.critical_path.arrival,11.45,ns
pwr,seq_power_share,30.5,%
placed_design,dpl_cell_area,0.101,mm^2
final_layout,largest_registers,ram (968),
timing,final.setup.worst_slack,3.36,ns
final_layout,layout-drive-gt1-share,18.2,%
critical_path,cp.required,14.81,ns
floorplanning,rows,207,
pwr,p_clk_share,43.6,%
synthesis,yosysCellCount,9991,
timing,timing_max_transition_violations_final,0,
clock_tree,clk_root_buffer_cell,clkbuf_16,
timing,finalHoldViolCount,0,
placed_design,dp_cells,13500,
timing,transition_time_at_the_pin_with_the_least_slew_margin,1.32,ns
critical_path,maximum_fanout_encountered_on_the_critical_timing_path,34,
detailed_routing,route.antenna.remaining_nets,0,
synthesis,edf_count,968,
pwr,power_leakage,45.3,nW
synthesis,synth_seq_share,30.3,%
synthesis,syn_avg_cell_area,9.61,um^2
pwr,power_switching_share,40.1,%
final_layout,largest_register_ffs,968,
clock_tree,ctsResizeCount,0,
status,result_of_the_run,"complete, no violations",
pwr,internal_power,3.23,mW
floorplanning,dieWidth,568,um
clock_tree,cts_tree,built,
detailed_routing,route.vias.total,102000,
placed_design,finalWeightedCongestion,1.13,
detailed_routing,detail_route.vias_per_cell,6.89,
timing,totalNegativeSetupSlack,0,ns
synthesis,yosys_area,0.0960,mm^2
synthesis,ys.flops,968,
timing,setup-violations-final,0,
synthesis,number_of_instances_in_the_synthesized_netlist,9991,
clock_tree,cts_setup_buffers,0,
detailed_routing,routed_wire_length_per_instance,40.5,um
placed_design,dpl_worst_slack,2.91,ns
floorplanning,floorplan.initialDensity,30.2,%
global_routing,first_pass_grt_wire_length,809000,um
placed_design,hpwl,396000,um
detailed_routing,drt_first_iter_violations,13800,
detailed_routing,drt_wl_total,599000,um
clock_tree,cts_made_buffers,131,
final_layout,area.growth.synth_to_final,14.0,%
hold_path,holdCritPathClass,in2out,
synthesis,async_s_r_ff_share_synth,0,%
global_routing,grt_pass1_vias,97900,
global_routing,grt-ovfl-total,0,
placed_design,io_buffer_count,72,
critical_path,criticalPathCategory,in2reg,
clock_tree,hold_buffers,0,
floorplanning,fp.dieH,568,um
critical_path,worstSetupEndpointType,flip-flop,
synthesis,syn_area,0.0960,mm^2
final_layout,post-route-cell-area,0.109,mm^2
synthesis,ys_types,89,
run,log.warning_count,1032,
pwr,netSwitchingPower,2.16,mW
clock_tree,cts-htree-levels,4,
critical_path,cp-start-kind,primary input,
final_layout,final-instance-count-excl-fill,14800,
clock_tree,cts.sinks,968,
synthesis,ys_warn_count,5,
pwr,combinationalPowerShare,25.9,%
global_routing,grt.total_usage,37.9,%
run,drv.max_cap_violation_count,0,
detailed_routing,drcViolationCount,0,
-- cells by family after synthesis --
logic type / synth area share [%]
flops: 30.3
simple gates: 13.4
fa+ha+maj: 0.0782
buf+inv: 5.11
xor+xnor: 0.215
mux: 31.3
compound gates: 19.5
-- worst max-delay path, cell delays in order --
cell and delay, ns:
buf_8 0.36, buf_4 0.61, buf_4 0.61, nor2b_1 0.77, and2_2 0.66, buf_4 0.39, buf_4 0.55, nand3_1 0.75
nand3b_1 0.78
-- metrics by stage --
stage	total power, mW	hold slack (ns)
3_3_place_gp	3.15	12.92
6_report	5.39	12.98
2_1_floorplan	2.53	11.93
3_5_place_dp	3.14	12.92
5_1_grt	5.54	12.92
4_1_cts	5.31	12.92
-- area by class of cell --
cell class / count / area, um^2
diodes: 54 / 135
clock buffers: 134 / 3350
clock inverters: 1073 / 4810
fillers: 31700 / 209000
inverters: 8 / 58.8
multi-input cells: 7839 / 62500
flip-flops and latches: 968 / 29100
well taps: 4180 / 5230
repair buffers: 530 / 4310
-- routing by layer --
layer  part of all wire, %  routed length [um]  GRT usage (%)  up-vias
met5                  0.58                3460           8.57        -
met4                   9.9               59400           29.8      125
met3                    19              116000           29.9     2687
met2                    39              233000           48.1    10200
met1                    31              187000           40.3    48800
li1                      -                   -              -    40100
-- cell usage in the layout (no fill, tap or decap), drive strengths merged, types with 234 or more instances in the layout --
cell | synthesis | routed
a21o | 475 | 475
edfxtp | 968 | 968
mux2 | 234 | 234
nor2 | 286 | 286
buf | 389 | 495
a211oi | 285 | 285
a21oi | 627 | 627
nand2 | 1575 | 1575
mux2i | 943 | 943
and3 | 276 | 276
o21ai | 808 | 808
nand3 | 447 | 447
inv | 9 | 1025
mux4 | 800 | 800
o22ai | 533 | 533
-- final timing paths --
kind	from	end	slack (ns)	depth (start not counted)
worst max-delay path	DAddr[0]	ram[9][2]	3.36	9
worst min-delay path	DAddr[6]	Dataout[27]	12.98	4
-- synthesized netlist by cell type, drive strengths merged (4+ instances only) --
| library cell | number | share of area [%] |
|---|---|---|
| a2111oi | 7 | 0.078 |
| a211oi | 285 | 2.2 |
| a21o | 475 | 3.7 |
| a21oi | 627 | 3.3 |
| a221oi | 13 | 0.13 |
| a22o | 6 | 0.055 |
| a22oi | 26 | 0.20 |
| a311oi | 14 | 0.13 |
| a31oi | 36 | 0.23 |
| a32oi | 109 | 0.99 |
| and2 | 17 | 0.11 |
| and3 | 276 | 1.8 |
| buf | 389 | 2.0 |
| clkbuf | 786 | 3.1 |
| edfxtp | 968 | 30 |
| ha | 6 | 0.078 |
| inv | 9 | 0.038 |
| mux2 | 234 | 2.7 |
| mux2i | 943 | 9.8 |
| mux4 | 800 | 19 |
| nand2 | 1575 | 6.2 |
| nand3 | 447 | 2.3 |
| nand3b | 25 | 0.20 |
| nand4 | 114 | 0.77 |
| nor2 | 286 | 1.4 |
| nor2b | 20 | 0.13 |
| nor3 | 33 | 0.23 |
| nor4 | 17 | 0.14 |
| o2111ai | 12 | 0.11 |
| o211ai | 15 | 0.15 |
| o21a | 5 | 0.039 |
| o21ai | 808 | 4.2 |
| o221ai | 12 | 0.11 |
| o22ai | 533 | 3.5 |
| o2bb2ai | 5 | 0.046 |
| or2 | 4 | 0.026 |
| or3 | 4 | 0.026 |
| xnor2 | 11 | 0.14 |
| xor2 | 4 | 0.072 |
-- power groups by stage --
stage         clock (mW)  sequential [mW]  combinational, mW
CTS                 2.38             1.64               1.29
global route        2.53             1.64               1.37
finish              2.35             1.64               1.40
Power figures rest on the tool's default switching activity, not on a simulated workload.
